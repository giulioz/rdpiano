==> /design/flow/design.v <==
module CPUMock (
  input wire XTAL_IN,  
  input wire RESET_IN,
  output reg E_IN,  
  output reg RW, AS,
  input wire IRQ,
  output wire [7:0] DATA_ADDR_LOW,
  output reg [7:0] AD_HIGH,
  input wire shouldWrite,
  output reg writeDone,
  input wire [15:0] writeAddress,
  input wire [15:0] writeData
);
  reg [4:0] write_counter;
  reg data_addr_low_oe;  
  reg [7:0] data_addr_low_out;
  assign DATA_ADDR_LOW = data_addr_low_oe ? data_addr_low_out : 8'bz;
  always @(posedge XTAL_IN or posedge RESET_IN) begin
    if (RESET_IN) begin
      E_IN <= 1;
      RW <= 1;
      AS <= 0;
      AD_HIGH <= 8'b0;
      data_addr_low_out <= 8'b0;
      data_addr_low_oe <= 0;
      writeDone <= 0;
      write_counter <= 0;
    end else begin
      if (!shouldWrite) begin
        AD_HIGH <= writeAddress[15:8];
        writeDone <= 0;
      end else if (shouldWrite && write_counter == 0) begin
        write_counter <= 1;
        writeDone <= 0;
      end else if (write_counter != 0) begin
        write_counter <= write_counter + 1;
        case (write_counter)
          5'd1: begin
            E_IN <= 0;
          end
          5'd2: begin
            RW <= 0;
          end
          5'd3: begin
            AS <= 1;
            AD_HIGH <= writeAddress[15:8];
            data_addr_low_out <= writeAddress[7:0];
            data_addr_low_oe <= 1;
          end
          5'd4: begin
            AS <= 0;
          end
          5'd5: begin
            E_IN <= 1;
            data_addr_low_out <= writeData[7:0];
            data_addr_low_oe <= 1;
          end
          5'd6: begin
            E_IN <= 0;
          end
          5'd7: begin
          end
          5'd8: begin
            AS <= 1;
            AD_HIGH <= writeAddress[15:8];
            data_addr_low_out <= writeAddress[7:0] + 1;  
            data_addr_low_oe <= 1;
          end
          5'd9: begin
            AS <= 0;
          end
          5'd10: begin
            E_IN <= 1;
            data_addr_low_out <= writeData[15:8];
            data_addr_low_oe <= 1;
          end
          5'd11: begin
            RW <= 1;
          end
          5'd12: begin
            data_addr_low_oe <= 0;
            writeDone <= 1;
            write_counter <= 0;  
          end
          default: begin
          end
        endcase
      end
    end
  end
endmodule
==> /design/flow/run.sh <==
#!/bin/bash
# OpenROAD 26Q1-2900-gdf79404cd8, Yosys 0.63+post, stock flow scripts
make -C /OpenROAD-flow-scripts/flow DESIGN_CONFIG=/design/flow/config.mk WORK_HOME=/design/flow/orfs finish
==> /design/flow/config.mk <==
export PLATFORM = sky130hd
export DESIGN_NAME = CPUMock
export DESIGN_NICKNAME = CPUMock
export VERILOG_FILES = /design/flow/design.v
export SDC_FILE = /design/flow/constraint.sdc
export NUM_CORES = 4
export LEC_CHECK = 1
export CORE_AREA = 10 10 101 101
export DIE_AREA = 0 0 111 111
==> /design/flow/constraint.sdc <==
current_design CPUMock

set clk_period 3.1
set clk_io_pct 0.2

create_clock -name clk0 -period $clk_period [get_ports {XTAL_IN}]

set non_clock_inputs [all_inputs -no_clocks]
set_input_delay [expr $clk_period * $clk_io_pct] -clock clk0 $non_clock_inputs
set_output_delay [expr $clk_period * $clk_io_pct] -clock clk0 [all_outputs]
==> Changelog: implementation <==
### Physical design

* Post-synth top area cell: dfrtp_1
* Top-area cell share at a little over a third
* Worst EP required at 3290 ps
* Most frequent logic cell in the layout: clkdlybuf4s50_1
* GPL Wtd Cong at around 0.8
* # Post-CTS Setup Buffers at 0
* Worst-path cell chain: inv_1, ha_1, nor3b_1, a21oi_1, o21ai_2, o21ai_0, o22ai_2
* Post-CTS resize count at 0
* HPWL after DPL at around 3400 µm
* 1st-iter DRT viols at between 70 and 80
* Inserted Diodes at 0
* F_max at around 420 MHz
* I/O pin cnt at roughly 56
* CTS tree: yes
* Syn Inst Count at between 150 and 200
* Final Skew at ~5.8 ps
* Worst hold endpoint: E_IN
* Lkg Pwr at between 0.8 and 0.9 nW
* WL final at 4480 µm
* Cell area after synthesis at about 1600 µm²
* Slowest-stage cell, CP: o21ai_2
* Post-route setup TNS at 0 ps
* First-pass GRT wire length at 7340 µm
* CTS Root Cell: clkbuf_8
* Max Slew Vio Count at 0
* Filler Cells Inserted at 846
* DRC at 0
* Max rail drop VDD at slightly above 0.2 mV
* Hold path depth at 2
* Via count of the first global-routing pass at between 1000 and 1500
* Hold Crit Class: register to register
* Antenna violations before repair at 0
* Most frequent cells in the layout: clkdlybuf4s50_1 (54), dfrtp_1 (23), a21oi_1 (14), nor2_1 (13), o21ai_0 (12)
* Total power at 1.64 mW
* Core Area at 8130 µm²
* P&R area growth vs syn at 42.1%
* H-tree levels at 1
* Tool warnings at 29
* Hold buffer count at cts at 0
* Floorplan utilization at roughly a fifth
* Top cells, area: dfrtp_1 (37%), mux2_2 (5.7%), a21oi_1 (4.5%), ha_1 (4.0%), o21ai_0 (3.8%)
* Row Count at 33
* Mean Syn Cell Area at around 9.5 µm²
* Die width at 111 µm
* Number of vias per cell at 4.42
* Num CTS Buffers at 3
* Seq cells post-synth at 25
* Pwr Density at between 700 and 800 nW/µm²
* CP Max Fanout at 16
* Crit Path Category: register to register
* # Max-Cap Violations at 0
* Final Util at between 20 and 30%
* DR pass1 iterations at 4
* Clk Latency, worst-skew pair at 270 ps
* Chip Area, Yosys at 1570 µm²
* Final Non-Filler Cells at about 320
* Via count at between 1000 and 1500
* Top_reg_cell synth: dfrtp_1
* CP startpoint kind: register
* Distinct lib cells at ~44
* Yosys Instances at 165
* Critical Path Max Stage Delay at ~670 ps
* Placed insts at around 320
* WL/cell at ~14 µm
* Outcome: finished clean
* Final hold vios at 0
* Worst path arrival time at approximately 2600 ps
* Clk sink count at 25
* Actual slew at the worst max-slew pin at slightly below 800 ps
* Synth Seq Share at between 30% and 40%
* DIE AREA at between 10000 and 15000 µm²
* Final hold slack at about 490 ps
* Min Clock Period, post-route at between 2000 and 2500 ps
* Routed Antenna Nets at 0
* Grt ovf at 0
* Reg2reg start: write_counter[0]
* Largest net degree at the start of global routing at 20
* Ys Warns at 2
* Post-layout period usage at approximately three quarters
* Reg2Reg Capture Point: data_addr_low_out[5]
* Rel. slew slack at between 40 and 50%
* Final setup violation count at 0
* Crit path capture type: register
* Fraction of layout cells with a size suffix above 1 at roughly 13%
* RSZ-0062 raised after global routing: no
* Die height at 111 µm
* Hold path startpoint: E_IN
* Post-synth EDFFs at 0
* GRT Total Usage at 6.86%
* Worst r2r path cells at 7
* Port-buffer cells at approximately 54
* Register-to-register setup slack at 730 ps
* Max Root-Sink Buffers at 2
* FFs w/ async S/R, synth at around 100%
* Worst-path clk slew at 90 ps
synth_stat cells, types with 2 or more instances:
cell / n
a21o_2: 2
a21oi_1: 14
a221oi_1: 3
a22oi_1: 5
a31oi_2: 2
and2b_1: 3
and3_1: 2
and4bb_2: 2
buf_2: 4
buf_4: 2
buf_6: 2
clkbuf_1: 2
dfrtp_1: 23
dfstp_2: 2
ha_1: 5
inv_1: 6
mux2_2: 8
nand2_1: 11
nand2b_1: 3
nand3_1: 6
nand4_1: 2
nor2_1: 13
nor2b_1: 2
nor3_1: 4
nor3b_1: 2
o21a_1: 3
o21ai_0: 12
o41ai_1: 2
xnor2_1: 3
flip-flops by register name, indices dropped and copies added (netlist names):
signal and flops:
AS 1, E_IN 1, RW 1, AD_HIGH 8, writeDone 1, data_addr_low_out 8, write_counter 5
power breakdown:
part	switching (mW)	internal (mW)
logic	0.371	0.473
registers	0.136	0.464
clock network	0.103	0.0918
total	0.609	1.03
worst max-delay path by stage:
stage / startpoint / end / slack (ps) / cells after the start
4_1_cts: write_counter[0] / data_addr_low_out[5] / 760 / 7
5_1_grt: write_counter[0] / data_addr_low_out[5] / 560 / 7
6_report: write_counter[0] / data_addr_low_out[5] / 730 / 7
logic make-up after synthesis:
family | count (synthesis) | synth area share [%]
flops | 25 | 39.9
mux | 8 | 5.72
buf+inv | 17 | 5.80
xor+xnor | 4 | 2.23
compound gates | 54 | 24.8
simple gates | 52 | 17.6
fa+ha+maj | 5 | 3.97
layer usage:
| layer | GRT usage [%] | part of all wire, % | wire length [µm] |
|---|---|---|---|
| met4 | 0.955 | 0.94 | 42 |
| met2 | 11.0 | 49 | 2210 |
| met5 | 0 | 0 | 0 |
| met3 | 1.04 | 5.7 | 256 |
| met1 | 9.68 | 44 | 1970 |
stage by stage:
step	cell area [µm²]	worst slack [ps]
floorplan	1570	1180
global placement	2190	823
detailed placement	2190	808
CTS	2240	762
global route	2240	557
finish	2240	730
cell type report:
type / count / area (µm²) / area share [%]
multi-input cells: 123 / 855 / 38.2
flip-flops and latches: 25 / 628 / 28.1
repair buffers: 56 / 556 / 24.8
well taps: 105 / 131 / 5.87
clock buffers: 4 / 45.0 / 2.01
inverters: 6 / 22.5 / 1.01
worst max-delay path, delay by kind of cell, from the launching register on:
family          cells  cell delay (ps)
flops               1              480
compound gates      4             1180
simple gates        1              220
fa+ha+maj           1              300
buf+inv             1              120
Power is estimated from default activity; no workload was simulated.
