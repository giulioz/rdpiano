[./constraint.sdc]
current_design FSYNC_Gen

set clk_period 2.5
set clk_io_pct 0.2

create_clock -name clk0 -period $clk_period [get_ports {clk}]

set non_clock_inputs [all_inputs -no_clocks]
set_input_delay [expr $clk_period * $clk_io_pct] -clock clk0 $non_clock_inputs
set_output_delay [expr $clk_period * $clk_io_pct] -clock clk0 [all_outputs]
[./design.v]
module FSYNC_Gen(input clk, output reg fsync);
  reg [11:0] counter = 12'd2559;
  parameter MAX_CYCLES = 12'd2560;
  always @(posedge clk) begin
   if (counter == MAX_CYCLES)
     counter <= 12'd0;
    else
      counter <= counter + 12'd1;
  end
  assign fsync = ~((counter == MAX_CYCLES-1) ? 1'b1 : 1'b0);
endmodule
[./config.mk]
export PLATFORM = sky130hd
export DESIGN_NAME = FSYNC_Gen
export DESIGN_NICKNAME = FSYNC_Gen
export VERILOG_FILES = /design/flow/design.v
export SDC_FILE = /design/flow/constraint.sdc
export NUM_CORES = 4
export LEC_CHECK = 1
export CORE_AREA = 10 10 77 77
export DIE_AREA = 0 0 87 87
[./run.sh]
#!/bin/bash
# OpenROAD 26Q1-2900-gdf79404cd8, Yosys 0.63+post, stock flow scripts
make -C /OpenROAD-flow-scripts/flow DESIGN_CONFIG=/design/flow/config.mk WORK_HOME=/design/flow/orfs finish
==> impl_metrics.tcl <==
# metrics dict for downstream scripts
set metrics [dict create \
    outcome "complete, no violations" \
    vdd_drop_max_uv 113.7 \
    antenna_found_initial 0 \
    clk_pin_slew_ns 0.05 \
    drtIter0Drc 10 \
    relSlewSlack_pct 75.65 \
    final_cells 110 \
    place_congestion 0.8986 \
    drive_above_1_share_pct 13.79 \
    largest_reg_flops 12 \
    synthAdderAreaFrac_pct 4.640 \
    cts_made_buffers 3 \
    clock_sinks 12 \
    via_count 396 \
    mappedNetlistArea_sq_um 539.3 \
    finalSetupViolations 0 \
    cts_buffer_depth 2 \
    tns_ns 0 \
    cts_tree "built" \
    top_regs "counter x12" \
    p_per_area_nw_per_um2 550.2 \
    initCoreUtil_pct 12.39 \
    post-cts-setup-buffer-count 0 \
    core_area_sq_um 4354 \
    synth_area_per_cell_sq_um 9.986 \
    detail-route-antenna-nets 0 \
    clockRootBuffer "clkbuf_8" \
    mostFrequentLayoutCells "12 x dfxtp_1, 7 x xnor2_1, 5 x nand4_1" \
    clock.latency.late_pin_ns 0.23 \
    tool_warnings 26 \
    criticalPathCategory "register to primary output" \
    chipArea_sq_um 7569 \
    cp-end-kind "primary output" \
    largest_register "counter" \
    synth_cell_types 21 \
    drc 0 \
    ys_cells 54 \
    grt_max_degree 8 \
    worst_pin_slew_ns 0.3625 \
    grt_pass1_wl_mm 1.807 \
    cts_resized 0 \
    leakagePower_nw 0.2318 \
    finalHoldViolations 0 \
    pin_count 2 \
    grt_usage_pct 2.780 \
    rrSetupSlack_ns 0.98 \
    skew_ns 0.002714 \
    cts-hold-fix-buffers 0 \
    synth_flop_count 12 \
    routedWlPerCell_um 8.573 \
    final_common_cell "dfxtp_1" \
    synthAoiAreaFrac_pct 4.640 \
    grt_pass1_vias 418 \
    routed_via_density 3.600 \
    core.rowCount 24 \
    grt_remaining_overflow 0 \
    dp_cells 107 \
    rsz0062_at_grt "no" \
    wirelength_um 943 \
    die-height_um 87 \
    dr.pass1.iters 5 \
    synth-xor-area-share_pct 12.99 \
    die_w_um 87 \
    cp-start-kind "register" \
    arrival_ns 1.59 \
    fmax_mhz 478.6 \
    simple_gate_share_pct 31.79 \
    timing.hold.ws_ns 0.4825 \
    crit_fanout 3 \
    period_minus_slack_ns 2.090 \
    synthesis.instances 54 \
    top_logic_kind "simple AND/OR/NAND/NOR gates" \
    hpwlAfterDp_um 685.9 \
    yosys-stat-area_sq_um 539.3 \
    hp-class "register to register" \
    drv_slew 0 \
    drv_cap 0 \
    portBuffers 1 \
    syn2layout_area_growth_pct 21.58 \
    antenna_cells 0 \
    yosys_warnings 2 \
    mux_share_pct 0 \
    timing.final.crit_share_pct 83.58 \
    crit_required_ns 2.00 \
    ys_seq_share_pct 44.55 \
    cts.htree.levels 1 \
]
[per-stage QoR]
step | worst slack (ns) | area [sq um] | utilization, % | power [mW]
floorplan | 1.107 | 539.3 | - | 0.1954
global placement | 0.6872 | 614.3 | 14.11 | 0.1954
detailed placement | 0.6554 | 614.3 | 14.11 | 0.1954
CTS | 0.4001 | 655.6 | 15.06 | 0.3631
global route | 0.2612 | 655.6 | 15.06 | 0.3781
finish | 0.4104 | 655.6 | 15.06 | 0.3607
[layout make-up]
| type | count | area (sq um) |
|---|---|---|
| tap | 52 | 65.06 |
| fill | 462 | 3699 |
| sequential | 12 | 240.2 |
| timing repair buffer | 1 | 10.01 |
| multi-input combinational | 40 | 291.5 |
| clock buffer | 3 | 41.29 |
| inverter | 2 | 7.507 |
[power by group]
group	internal (mW)	total (mW)	switching [mW]
Combinational	0	0.000000114	0
Clock	0.106	0.169	0.0635
Sequential	0.192	0.192	0
Total	0.297	0.361	0.0635
[layer usage]
metal	vias up	wire length, um	GRT usage [%]
li1	207	-	-
met1	186	483	3.636
met2	3	414	4.064
met3	0	45	1.226
met4	0	0	0.7364
met5	-	0	0
[synthesized netlist by cell type]
master / number / area [sq um]
or4_4: 1 / 11.26
nand2_1: 3 / 11.26
o31ai_1: 2 / 15.01
dfxtp_1: 12 / 240.2
nor2b_1: 1 / 6.260
or3_1: 1 / 6.260
inv_1: 2 / 7.510
xor2_1: 1 / 8.760
and3_1: 1 / 6.260
nor2_1: 3 / 11.26
nand3_1: 4 / 20.02
and3_2: 1 / 7.510
a21oi_1: 2 / 10.01
nor3_1: 1 / 5.000
nor4_4: 1 / 21.27
nand4_1: 5 / 31.28
or2b_2: 1 / 8.760
xnor2_1: 7 / 61.31
ha_1: 2 / 25.02
and4_2: 1 / 10.01
or4_1: 2 / 15.01
[critical path, cell delays in order (launching register included)]
cell and delay [ns]:
dfxtp_1 0.34, or2b_2 0.33, nor3_1 0.15, nand4_1 0.11, clkdlybuf4s50_1 0.43
[logic make-up (layout without fill, tap and decap cells)]
family,count (synthesis),in the layout
and+or+nand+nor,26,26
xor gates and xnor gates,8,8
adders and majority gates,2,2
buffers and inverters,2,6
DFF,12,12
AOI/OAI and AO/OA,4,4
[worst paths after layout]
| check | cells past startpoint | startpoint | end |
|---|---|---|---|
| setup / recovery | 4 | counter[10] | fsync |
| hold / removal | 2 | counter[11] | counter[11] |
| setup reg to reg | 3 | counter[2] | counter[2] |
| hold reg to reg | 2 | counter[11] | counter[11] |
Power is estimated from default activity; no workload was simulated.
